[flow/config.mk]
export PLATFORM = sky130hd
export DESIGN_NAME = register_file
export DESIGN_NICKNAME = register_file
export VERILOG_FILES = /design/flow/design.v
export SDC_FILE = /design/flow/constraint.sdc
export NUM_CORES = 4
export LEC_CHECK = 1
export CORE_UTILIZATION = 50
[flow/design.v]
module register_file(
	input      	  clk,rst,
	input  [4:0]  A1,A2,A3,
	input         WE3,
	input  [31:0] WD3,
	output [31:0] RD1,RD2
);
reg [31:0] registers [0:31] ; 
integer i ;
assign RD1 = registers[A1] ;
assign RD2 = registers[A2] ;
always @(posedge clk , negedge rst)
begin
	if(!rst)
	  for(i=0;i<32;i=i+1)
	  begin
		  registers[i] <= 32'h0000_0000 ;
		end  
	else if(WE3)
	registers[A3] <= WD3 ;
end 
endmodule 
[flow/constraint.sdc]
current_design register_file

set clk_period 12.4
set clk_io_pct 0.2

create_clock -name clk0 -period $clk_period [get_ports {clk}]

set non_clock_inputs [all_inputs -no_clocks]
set_input_delay [expr $clk_period * $clk_io_pct] -clock clk0 $non_clock_inputs
set_output_delay [expr $clk_period * $clk_io_pct] -clock clk0 [all_outputs]
[flow/run.sh]
#!/bin/bash
# OpenROAD 26Q1-2900-gdf79404cd8, Yosys 0.63+post, stock flow scripts
make -C /OpenROAD-flow-scripts/flow DESIGN_CONFIG=/design/flow/config.mk WORK_HOME=/design/flow/orfs finish
==> load_flow_metrics.sql <==
-- load yosys + openroad results
INSERT INTO impl_metrics (metric_group, metric, value, unit) VALUES
('clock_network', 'cts_hold_buffers', '0', ''),
('clock_network', 'clk-insertion-delay-late', '0.71', 'ns'),
('die', 'initCoreUtil', '50.77', '%'),
('synth', 'synth.distinct_cells', '70', ''),
('run_status', 'status', 'completed', ''),
('route', 'antenna_violating_nets_post_route', '0', ''),
('route', 'firstDrtPassIters', '11', ''),
('synth', 'yosysWarningCount', '2', ''),
('route', 'routed_via_density', '7.810', ''),
('sta', 'final.min_clock_period', '9.523', 'ns'),
('synth', 'edf_count', '0', ''),
('global_routing', 'grt_first_pass_wirelength', '381500', 'microns'),
('synth', 'synth_area_leader_cell', 'dfrtp_1', ''),
('sta', 'maximum_operating_frequency', '0.1050', 'GHz'),
('pwr', 'finalPower', '9.577', 'mW'),
('route', 'wirelength', '281400', 'microns'),
('cells_and_area', 'areaGrowthSynthToFinish', '13.52', '%'),
('place', 'gp_congestion', '1.078', ''),
('clock_network', 'clkTransAtPathRegs', '0.06', 'ns'),
('route', 'detailedRoute.firstIterationViolations', '5978', ''),
('setup_path', 'worstPathArrival', '7.04', 'ns'),
('sta', 'report.final.setup_viol', '0', ''),
('route', 'drc_errors', '0', ''),
('synth', 'topCellsByArea', 'dfrtp_1 49%, mux2_2 23%, a22oi_1 10%', ''),
('global_routing', 'first_global_vias', '44960', ''),
('setup_path', 'worstSetupStartpointType', 'primary input', ''),
('sta', 'worst_slew_pin_slew', '1.441', 'ns'),
('die', 'fp.coreArea', '0.1023', 'sq mm'),
('place', 'hpwl', '171600', 'microns'),
('sta', 'finalClockPeriodUsage', '76.80', '%'),
('global_routing', 'antenna_violations_before_repair', '27', ''),
('cells_and_area', 'top_register', 'registers', ''),
('synth', 'yosys.stat.seqShare', '49.33', '%'),
('pwr', 'leakagePower', '25.55', 'nW'),
('synth', 'ys.flop_type', 'dfrtp_1', ''),
('sta', 'grt_setup_unrepaired', 'no', ''),
('die', 'die-width', '324.3', 'microns'),
('sta', 'report.final.hold_viol_count', '0', ''),
('die', 'die_h', '324.3', 'microns'),
('die', 'row_count', '117', ''),
('pwr', 'power_per_cell_area', '162.4', 'mW/mm^2'),
('clock_network', 'clock_tree.buffer_depth', '3', ''),
('die', 'io_pins', '114', ''),
('setup_path', 'critical_path_peak_fanout', '30', ''),
('setup_path', 'timing.critical_path.to_type', 'primary output', ''),
('sta', 'timing.max_slew.rel_slack', '3.589', '%'),
('global_routing', 'grt_max_degree', '107', ''),
('global_routing', 'grt_overflow_total', '0', ''),
('synth', 'yosys_register_bits', '1024', ''),
('sta', 'slew_violations', '0', ''),
('clock_network', 'cts_buffers', '110', ''),
('route', 'wl_per_cell', '47.56', 'microns'),
('die', 'dieArea', '0.1052', 'sq mm'),
('synth', 'async_set_or_reset_flop_fraction_in_the_synthesized_netlist', '100.0', '%'),
('synth', 'cells_in_synth_stat_txt', '4394', ''),
('cells_and_area', 'drive_gt1_share', '35.33', '%'),
('pwr', 'ir_drop', '0.0001317', 'V'),
('cells_and_area', 'largest_reg_flops', '1024', ''),
('clock_network', 'numClockSinks', '1024', ''),
('cells_and_area', 'reg.largest.list', 'registers x1024', ''),
('clock_network', 'htreeDepth', '3', ''),
('synth', 'top_area_share', '49.33', '%'),
('synth', 'syn_area', '0.05195', 'sq mm'),
('cells_and_area', 'final_cell_mix', '1052 x mux2_2, 1024 x dfrtp_1, 692 x a22oi_1', ''),
('run', 'drv_cap', '0', ''),
('clock_network', 'cts_resized', '0', ''),
('global_routing', 'globalRouteTotalUtil', '55.89', '%'),
('route', 'detailroute.via_count', '46210', ''),
('clock_network', 'cts_post_setup_buffers_inserted', '0', ''),
('clock_network', 'cts_root_cell', 'clkbuf_16', ''),
('place', 'place.port_buffers', '113', ''),
('run', 'tool_warnings', '30', ''),
('sta', 'setup-tns-final', '0', 'ns'),
('synth', 'netlist_instances', '4394', ''),
('synth', 'area_figure_in_the_yosys_stat_output', '0.05195', 'sq mm'),
('clock_network', 'cts_tree', 'built', ''),
('worst_hold_path', 'holdCritPathClass', 'register to register', ''),
('cells_and_area', 'lay_top_count', 'mux2_2', ''),
('synth', 'syn_area_per_cell', '11.82', 'sq um'),
('setup_path', 'worstPathRequired', '9.92', 'ns'),
('setup_path', 'critical_path_class', 'primary input to primary output', ''),
('sta', 'fin_skew', '0', 'ns');
[cell type report]
cell class | count | area, sq um
Fill cell | 8431 | 43360
Sequential cell | 1024 | 25620
Multi-Input combinational cell | 2939 | 24880
Clock buffer | 161 | 3298
Timing Repair Buffer | 359 | 2950
Tap cell | 1368 | 1712
Clock inverter | 37 | 429.2
Antenna cell | 26 | 65.06
Inverter | 3 | 11.26
[layer usage]
layer / GRT usage, % / vias up / wire [microns]
met2: 69.79 / 4395 / 108300
met5: 3.125 / - / 491
met4: 36.84 / 44 / 25730
met3: 36.96 / 1522 / 50240
met1: 70.86 / 23230 / 96640
li1: - / 17020 / -
[power by group]
| part | internal [mW] | switching, mW | leakage [nW] | total [mW] |
|---|---|---|---|---|
| clock | 2.01 | 1.44 | 1.85 | 3.45 |
| combinational | 0.752 | 0.695 | 10.6 | 1.45 |
| sequential | 3.99 | 0.689 | 13.1 | 4.68 |
[per-stage QoR]
step           util, %  area, sq um  hold slack [ns]  cells  setup WS (ns)
6_report         57.63        58970           0.5324   5917          2.877
5_1_grt          57.57        58910           0.5468   5894          3.233
4_1_cts          57.56        58900           0.5304   5891          3.276
3_5_place_dp     53.92        55180           0.5135   5693          3.290
3_3_place_gp     53.92        55180           0.5050   5693          3.325
2_1_floorplan        -        51950           0.4934   4394          5.905
[cells in the mapped netlist, drive strengths merged, types with 6 or more instances]
cell type and n:
a31oi 27, a221oi 40, a222oi 24, nor4 27, and2 8, nor3 65, nand3 44, and4 7
and3 11, nand3b 7, a2111oi 17, clkbuf 173, nor2 194, a211oi 7, a22o 54, buf 255
o22a 7, o2111ai 6, o211ai 9, nand4 93, or3 12, o22ai 11, o21ai 30, dfrtp 1024
mux2 1052, a21oi 79, nor3b 7, nor2b 19, o32a 16, nand2b 18, mux2i 61, a22oi 692
a32oi 23, nand2 213
[kinds of logic (layout without fill, tap and decap cells)]
family	count (synthesis)	in the layout	share of synthesized area [%]
and+or+nand+nor	748	748	7.187
buffers and inverters	431	560	3.806
DFF	1024	1024	49.33
muxes	1117	1117	24.15
AOI/OAI and AO/OA	1074	1074	15.53
other	0	26	0
[worst max-delay path, stage by stage]
cell and delay, ns:
buf_4 0.50, nand3_1 0.92, nor2_4 1.16, buf_4 0.65, a221oi_1 0.16, and3_1 0.22
a31oi_1 0.37, clkdlybuf4s50_1 0.55
[worst paths after layout]
path                                                  to  cells past startpoint                         start  slack, ns
hold reg to reg             registers[8][25]$_DFFE_PN0P_                      1  registers[8][25]$_DFFE_PN0P_       0.53
min in group asynchronous   registers[31][9]$_DFFE_PN0P_                      1                           rst       1.74
max in group asynchronous  registers[15][26]$_DFFE_PN0P_                      5                           rst       7.66
setup / recovery                                 RD2[22]                      8                         A2[0]       2.88
setup reg to reg            registers[24][9]$_DFFE_PN0P_                      1  registers[24][9]$_DFFE_PN0P_      11.47
hold / removal              registers[8][25]$_DFFE_PN0P_                      1  registers[8][25]$_DFFE_PN0P_       0.53
Power is estimated from default activity; no workload was simulated.
