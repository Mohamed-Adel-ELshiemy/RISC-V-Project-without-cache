## /design/flow/run.sh

```bash
#!/bin/bash
# OpenROAD 26Q1-2900-gdf79404cd8, Yosys 0.63+post, stock flow scripts
make -C /OpenROAD-flow-scripts/flow DESIGN_CONFIG=/design/flow/config.mk WORK_HOME=/design/flow/orfs finish
```

## /design/flow/config.mk

```make
export PLATFORM = sky130hd
export DESIGN_NAME = ALU
export DESIGN_NICKNAME = ALU
export VERILOG_FILES = /design/flow/design.v
export SDC_FILE = /design/flow/constraint.sdc
export NUM_CORES = 4
export LEC_CHECK = 1
export CORE_UTILIZATION = 30
```

## /design/flow/constraint.sdc

```tcl
current_design ALU

set clk_period 15.6
set clk_io_pct 0.2

create_clock -name clk0 -period $clk_period

set non_clock_inputs [all_inputs -no_clocks]
set_input_delay [expr $clk_period * $clk_io_pct] -clock clk0 $non_clock_inputs
set_output_delay [expr $clk_period * $clk_io_pct] -clock clk0 [all_outputs]
```

## /design/flow/design.v

```verilog
module ALU(
	input  [31:0] A,B,
	input  [2:0]  ALUcontrol,
	output [31:0] Result,
	output        Zero,Carry,Negative,OverFlow
);
   wire Cout;
   wire [31:0] Sum;
    assign Sum = (ALUcontrol[0] == 1'b0) ? A + B :
                                          (A + ((~B)+1)) ;
    assign {Cout,Result} = (ALUcontrol == 3'b000) ? Sum :
                           (ALUcontrol == 3'b001) ? Sum :
                           (ALUcontrol == 3'b010) ? A & B :
                           (ALUcontrol == 3'b011) ? A | B :
                           (ALUcontrol == 3'b101) ? {{32{1'b0}},(Sum[31])} :
                           {33{1'b0}};
    assign OverFlow = ((Sum[31] ^ A[31]) & 
                      (~(ALUcontrol[0] ^ B[31] ^ A[31])) &
                      (~ALUcontrol[1]));
    assign Carry = ((~ALUcontrol[1]) & Cout);
    assign Zero = &(~Result);
    assign Negative = Result[31];
endmodule 
```

==> results.cfg <==
; flow metrics
[run_status]
run_status = finished clean

[timing]
final_hold_violating_endpoints = 0
timing.fmax_mhz = 91.9
setup_viol_count_final = 0
layout_min_cycle_time_ns = 10.88
rsz0062_at_grt = no
worst_pin_slew_ns = 0.956
final.setup.tns_ns = 0
fraction_of_the_cycle_the_final_worst_path_needs_pct = 69.8
relSlewSlack_pct = 34.6
final_max_slew_violation_tally = 0

[place]
detailedPlacementHpwl_um = 15500
gpl.final_weighted_congestion = 0.996
io_buffer_count = 102

[clocking]
post_cts_hold_buffer_count = 0
cts_resized = 0
cts_post_setup_buffers_inserted = 0

[worst_hold_path]
worst_min_delay_path_category = primary input to output port

[synthesis]
post_synth_design_cell_area_mm2 = 0.00518
synthCells = 813
post-synth-top-area-fraction_pct = 22.9
synth.largest_area_cell = ha_1
synth_adder_area_share_pct = 23.7
ys_sh_simple_pct = 23.5
netlist_logic_family_top = AND-OR/OR-AND gates
synth.distinct_cells = 74
synth.cellmix.compoundShare_pct = 35.3
synth.mux.area_fraction_pct = 2.82
yosys_warnings = 0
yosys.stat.seqShare_pct = 0
yosys.area_share.xor_xnor_pct = 3.38
ys_top_cells_by_area = ha_1, a21oi_1, inv_1, nor2_1, o21ai_0
yosys_synthesis_chip_area_mm2 = 0.00518
ys_cells = 813
postSynthAreaPerCell_um2 = 6.38

[power]
power.density_mw_per_mm2 = 36.5
power.leakage_nw = 2.76
ir_drop_uv = 13.7

[grt]
via_count_of_the_first_global_routing_pass = 5947
total_routing_usage_reported_by_global_routing_pct = 21.7
antenna_found_initial = 0
grt_max_degree = 53
gr-total-overflow = 0
grt_first_pass_wirelength_um = 30700

[floorplan]
fp.dieArea_mm2 = 0.0178
design.portCount = 103
die_height_um = 133
fp-utilization_pct = 31.0
rows = 47
fp.coreArea_mm2 = 0.0167
die_x_um = 133

[detailed_routing]
antennaDiodeCount = 0
drt_first_iter_violations = 574
antenna_left = 0
route.detailed.wl_per_inst_um = 17.4
via_count = 6100
drc_errors = 0
vias_per_instance = 5.58
wl_final_um = 19000
drt_first_pass_iters = 7

[run]
cap_violations = 0
openroad_warning_count = 95

[setup_path]
cp_data_required_time_ns = 12.48
worstSetupEndpointType = output port
critical_path_arrival_ns = 7.76
crit_path_max_fanout = 8
timing_worst_setup_path_type = primary input to output port
cp-start-kind = primary input

[final_layout]
seq_cells = 0
n_clock_buffer = 0
utilization_pct = 37.8
final_layout_size_suffix_gt1_share_pct = 2.40
regArea_um2 = 0
areaGrowthSynthToFinish_pct = 21.8
## logic make-up (layout without fill, tap and decap cells)
group | Yosys count | count (layout)
compound gates | 283 | 283
xor+xnor | 20 | 20
fa+ha+maj | 97 | 97
buf+inv | 147 | 208
mux | 13 | 13
other cells | 1 | 1
simple gates | 252 | 252
## cells in the mapped netlist, drive strengths merged, types with 3 or more instances
cell	instances
a2111oi	3
a211o	6
a211oi	18
a21o	10
a21oi	93
a22oi	4
a311oi	3
a31oi	10
a41o	3
a41oi	3
and2	3
buf	16
clkbuf	31
ha	95
inv	100
mux2	3
mux2i	10
nand2	54
nand2b	14
nand3	16
nand4	14
nor2	81
nor2b	12
nor3	28
nor4	11
o2111ai	4
o211ai	16
o21a	9
o21ai	55
o21bai	7
o22ai	7
o311ai	9
o31ai	7
o32ai	3
o41ai	3
or2	3
or3	3
or4	6
xnor2	17
xor2	3
## metal layers
| metal | vias up | GRT usage [%] | share of wire, % |
|---|---|---|---|
| met5 | - | 0 | 0 |
| met4 | 0 | 6.50 | 3.3 |
| met3 | 43 | 1.79 | 5.9 |
| met2 | 241 | 35.2 | 46 |
| met1 | 2789 | 30.6 | 45 |
| li1 | 3027 | - | - |
## cell usage in the layout, fill, tap and decap left out, types with 7 or more instances in the layout
cell type,netlist,routed
o21a_1,9,9
xnor2_1,17,17
a211oi_1,16,16
o21ai_0,45,45
nand2b_1,14,14
o21ai_1,10,10
o21bai_1,7,7
nand2_1,54,54
mux2i_1,9,9
nor2_1,81,81
o31ai_1,7,7
nand4_1,14,14
a31oi_1,10,10
nor4_1,10,10
nand3_1,16,16
o22ai_1,7,7
a21oi_1,92,92
ha_1,95,95
clkdlybuf4s50_1,0,101
o211ai_1,16,16
a21o_1,9,9
nor2b_1,12,12
nor3_1,28,28
inv_1,97,97
## where the power goes
part	leakage [nW]	total, mW	internal, mW	switching, mW
Combinational	2.76	0.230	0.0972	0.133
Clock	0	0	0	0
Sequential	0	0	0	0
Total	2.76	0.230	0.0972	0.133
## stage by stage
stage	cell area [um2]	cells	total power [mW]	hold WS (ns)	worst slack, ns
floorplan	5180	813	0.142	6.38	6.37
global route	6310	1094	0.254	7.32	4.11
finish	6310	1094	0.230	7.25	4.72
CTS	6310	1094	0.228	7.26	4.75
global placement	6310	1094	0.229	7.25	4.67
detailed placement	6310	1094	0.227	7.25	4.77
## path summary, 6_finish.rpt
| path | from | to | slack [ns] | cells after the start |
|---|---|---|---|---|
| min | ALUcontrol[0] | Result[1] | 7.25 | 4 |
| max | A[2] | Zero | 4.72 | 16 |
## worst max-delay path, cell delays in order
cell and delay, ns:
clkdlybuf4s50_1 0.50, inv_1 0.05, ha_1 0.45, nand3_1 0.18, a211oi_1 0.33, nor2_1 0.10, o41ai_1 0.40, buf_4 0.21
a21oi_1 0.12, o2111ai_1 0.20, nand3_1 0.12, xnor2_1 0.22, a2111oi_0 0.90, nand2b_1 0.14, nor4_2 0.22, clkdlybuf4s50_1 0.50
## area by class of cell
class / instances / area, um2
Inverter: 100 / 375
Fill cell: 1827 / 10400
Timing Repair Buffer: 108 / 1060
Multi-Input combinational cell: 666 / 4600
Tap cell: 220 / 275
Power and IR drop assume default switching activity.
